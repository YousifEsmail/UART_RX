--- design.v ---
module FSM (
    input wire RX_in,
    input wire PAR_en,
    input wire clk,
    input wire rst,
    input wire Par_err,
    input wire STR_err,
    input wire STP_err,
    input wire [3:0] bit_cnt,
    input wire [3:0] edge_cnt,
    output reg par_chk_en,
    output reg enable,
    output reg dat_samp_en,
    output reg str_chk_en,
    output reg stp_chk_en,
    output reg data_valid,
    output reg deser_en,
    output reg PAR_CHK_New_bit,
    output reg reset_bit_cnt,
    output reg deser_New_bit
);
localparam  [2:0]Idle =3'b000 ,
                Start =3'b001 ,
                data =3'b010 ,
                Parity =3'b011 ,
                Stop =3'b100 ,
                OP_chk= 3'b101,
                OP_P=3'b110;
reg    [2:0]         curent_state,
                     next_state ;
always @(posedge clk or negedge rst) 
begin
    if(!rst)
    begin  
    curent_state<=Idle;
    end
    else
    curent_state<=next_state;
end
always @(*)
begin
case (curent_state)
    Idle:
    begin
        if(RX_in)
            begin
                reset_bit_cnt=1'b1;
                par_chk_en=1'b0;
                str_chk_en=1'b0;
                stp_chk_en=1'b0;
                data_valid=1'b0;
                deser_en=1'b0;
                PAR_CHK_New_bit=1'b0;
                deser_New_bit=1'b0;
                next_state=Idle;
            end
        else
            begin
            reset_bit_cnt=1'b1;
            data_valid=1'b0;
            next_state=Start;  
            end
    end
    Start:
    begin
        enable=1'b1;
        deser_en=1'b0;
        reset_bit_cnt=1'b0;
        if (edge_cnt!=4'b0111) 
            begin
                next_state=Start;   
            end
        else 
            begin
                dat_samp_en=1'b1;
                str_chk_en=1'b1;    
                next_state=data;
            end    
    end
    data:
        begin
            reset_bit_cnt=1'b0;
            dat_samp_en=1'b0;
            str_chk_en=1'b0;
            if(STR_err)
            begin
                next_state=Idle;
            end    
else
begin
            if (bit_cnt!=4'b1001) begin
              begin
                    if (edge_cnt!=4'b111) 
                        begin
                            deser_New_bit=1'b0;
                           PAR_CHK_New_bit=1'b0;
                            next_state=data;   
                        end
                    else 
                        begin
                            deser_New_bit=1'b1;
                            PAR_CHK_New_bit=1'b1;
                            dat_samp_en=1'b1;
                            next_state=data;
                        end    
                end  
            end
            else
                begin
                    deser_New_bit=1'b0;
                    PAR_CHK_New_bit=1'b0;            
                    if (PAR_en) 
                        begin
                        par_chk_en=1'b0;    
                        next_state=Parity;
                        end
                    else next_state=Stop;
                end     
        end
end
    Parity:
        begin
            deser_New_bit=1'b0;
            PAR_CHK_New_bit=1'b0;
            enable=1'b1;
            if (bit_cnt!=4'b1010) 
                begin
                    if (edge_cnt!=4'b0111) begin
                    next_state=Parity;
                    end
                    else
                        begin
                            dat_samp_en=1'b1;
                            next_state=Parity;
                        end
                end
            else 
                begin
                    par_chk_en=1'b1;    
                    next_state=Stop;
                end    
        end
    Stop:
            begin
                enable=1'b1;
                deser_New_bit=1'b0;
                dat_samp_en=1'b0;
                if (edge_cnt!=4'b0111) 
                    begin
                        next_state=Stop;   
                    end
                else 
                    begin
                        dat_samp_en=1'b1;
                        par_chk_en=1'b0;    
                        stp_chk_en=1'b1;
                       next_state=OP_chk;   
                    end    
            end
    OP_chk:
        begin
                 dat_samp_en=1'b0;
                if (Par_err==0&&STR_err==0&&STP_err==0) 
                    begin
                        next_state=OP_P;
                        deser_en=1'b1;
                        data_valid=1'b1;
                        next_state=Idle;
                    end 
                else
                    begin
                        deser_en=1'b0;
                        data_valid=1'b0;                
                        next_state=Idle;
                    end   
        end  
endcase    
end
endmodule
module PAR_CHK (
    input wire PAR_en,
    input wire sampled_bit,
    input wire par_chk_en,
    input wire PAR_TYP,
    input wire PAR_CHK_New_bit ,
    input wire RST ,
    input wire CLK ,
    output wire Par_err
);
reg PAR_bit;
reg TX_Par;
reg [7:0] shift_reg;
always @(posedge CLK or negedge RST) begin
    if(!RST)
        begin
            shift_reg<=8'b0;
        end
    else
        begin
            if (PAR_CHK_New_bit) 
                begin
                    shift_reg<={shift_reg,sampled_bit};
                end
            else
                begin
                    shift_reg<=shift_reg;
                end
        end  
   end 
always @(posedge CLK or negedge RST) begin
    if(!RST)
        begin
            PAR_bit<=1'b0;
        end
    else
        begin
            if (par_chk_en) 
                begin
                    TX_Par<=sampled_bit;
                    if (PAR_TYP) 
                        begin
                        PAR_bit=~^shift_reg; 
                        end
                    else
                        begin
                        PAR_bit=^shift_reg;   
                        end
                end
            else
                begin
                    PAR_bit<=PAR_bit;
                end
        end  
   end 
assign Par_err =(PAR_en)?(PAR_bit^TX_Par):0; 
endmodule
module STP_CHK (
    input wire stp_chk_en ,
    input wire RST ,
    input wire sampled_bit,
    output reg STP_err 
);
always @(*) 
begin
    if (!RST) 
        begin
        STP_err=0;
        end
    else
        begin
            if (stp_chk_en) 
            begin
            STP_err=!sampled_bit;
            end
            else
            STP_err=STP_err;
        end
end
endmodule
module STR_CHK (
    input wire str_chk_en ,
    input wire RST ,
    input wire sampled_bit,
    output reg STR_err 
);
always @(*) begin
    if(!RST)
    begin
        STR_err=0;
    end
    else 
    begin 
    if (str_chk_en) 
        begin
            STR_err=sampled_bit;
        end
    else
        STR_err=STR_err;
    end
end
endmodule
module UART_RX_top (
    input wire RX_in,
    input wire PAR_en,
    input wire PAR_TYP,
    input wire CLK_top,
    input wire RST_top,
    input wire [3:0]prescale,
    output wire data_valid,
    output wire [7:0]P_DAta
);
wire [3:0] bit_cnt_top;
wire [3:0] edge_cnt_top;
FSM u_FSM(
    .RX_in           (RX_in           ),
    .PAR_en          (PAR_en          ),
    .clk             (CLK_top         ),
    .rst             (RST_top             ),
    .Par_err         (Par_err         ),
    .STR_err         (STR_err         ),
    .STP_err         (STP_err         ),
    .bit_cnt         (bit_cnt_top [3:0]        ),
    .edge_cnt        (edge_cnt_top [3:0]        ),
    .par_chk_en      (par_chk_en      ),
    .enable          (enable          ),
    .dat_samp_en     (dat_samp_en     ),
    .str_chk_en      (str_chk_en      ),
    .stp_chk_en      (stp_chk_en      ),
    .data_valid      (data_valid      ),
    .deser_en        (deser_en        ),
    .PAR_CHK_New_bit (PAR_CHK_New_bit ),
    .reset_bit_cnt    (reset_bit_cnt),
    .deser_New_bit   (deser_New_bit   )
);
data_sampler u_data_sampler(
    .RX_in       (RX_in       ),
    .CLK         (CLK_top     ),
    .RST         (RST_top         ),
    .dat_samp_en (dat_samp_en ),
    .edge_cnt    (edge_cnt_top[3:0]    ),
    .prescale    (prescale    ),
    .sampled_bit (sampled_bit )
);
edge_bit_counter u_edge_bit_counter(
    .enable   (enable   ),
    .CLK      (CLK_top  ),
    .reset_bit_cnt    (reset_bit_cnt),
    .RST      (RST_top      ),
    .bit_cnt  (bit_cnt_top [3:0]  ),
    .edge_cnt (edge_cnt_top[3:0] )
);
deserializer u_deserializer(
    .sampled_bit   (sampled_bit   ),
    .deser_en      (deser_en      ),
    .RST           (RST_top           ),
    .CLK           (CLK_top     ),
    .deser_New_bit (deser_New_bit ),
    .P_DAta        (P_DAta [7:0]       )
);
PAR_CHK u_PAR_CHK(
    .PAR_en          (PAR_en),
    .sampled_bit     (sampled_bit     ),
    .par_chk_en      (par_chk_en      ),
    .PAR_TYP         (PAR_TYP         ),
    .PAR_CHK_New_bit (PAR_CHK_New_bit ),
    .RST             (RST_top             ),
    .CLK             (CLK_top     ),
    .Par_err         (Par_err         )
);
STR_CHK u_STR_CHK(
    .str_chk_en  (str_chk_en  ),
    .sampled_bit (sampled_bit ),
    .RST         (RST_top             ),
    .STR_err     (STR_err     )
);
STP_CHK u_STP_CHK(
    .stp_chk_en  (stp_chk_en  ),
    .sampled_bit (sampled_bit ),
    .RST         (RST_top             ),
    .STP_err     (STP_err     )
);
endmodule
module data_sampler (
    input wire RX_in,
    input wire CLK,
    input wire RST,
    input wire dat_samp_en,
    input wire [3:0] edge_cnt,
    input wire [3:0] prescale,
    output reg sampled_bit
);
reg [2:0] internal_sampled_bit;
always @(posedge CLK or negedge RST ) 
begin
    if (!RST) 
        begin
            internal_sampled_bit<=3'b000; 
        end
    else
     begin
                case (edge_cnt)
                    4'b0100:
                    begin
                    internal_sampled_bit[0]<=RX_in;
                    internal_sampled_bit[1]<=internal_sampled_bit[1];
                    internal_sampled_bit[2]<=internal_sampled_bit[2];
                    end
                    4'b0101:
                    begin
                    internal_sampled_bit[0]<=internal_sampled_bit[0];
                    internal_sampled_bit[1]<=RX_in;
                    internal_sampled_bit[2]<=internal_sampled_bit[2];
                    end
                    4'b0110:
                    begin
                    internal_sampled_bit[0]<=internal_sampled_bit[0];
                    internal_sampled_bit[1]<=internal_sampled_bit[1];
                    internal_sampled_bit[2]<=RX_in;
                    end
                    default: 
                    begin
                    internal_sampled_bit[0]<=internal_sampled_bit[0];
                    internal_sampled_bit[1]<=internal_sampled_bit[1];                    
                    internal_sampled_bit[2]<=internal_sampled_bit[2];
                    end
                endcase
            end
end
always @(*) 
begin
if (dat_samp_en) 
                begin
                        begin
                            if(edge_cnt==4'b0111)
                                begin
                                case (internal_sampled_bit)
                                    3'b000:sampled_bit=0;
                                    3'b001:sampled_bit=0;
                                    3'b010:sampled_bit=0;
                                    3'b011:sampled_bit=1;
                                    3'b100:sampled_bit=0;
                                    3'b101:sampled_bit=1;
                                    3'b110:sampled_bit=1;
                                    3'b111:sampled_bit=1;
                                    default: sampled_bit=sampled_bit;
                                endcase
                                end
                            else
                                begin
                                sampled_bit=sampled_bit;
                                end
                            end
                end 
            else
                begin
                    sampled_bit=sampled_bit;
                end    
end
endmodule
module deserializer (
    input wire sampled_bit,
    input wire deser_en ,
    input wire RST ,
    input wire CLK ,
    input wire deser_New_bit ,
    output reg [7:0] P_DAta
);
    reg [7:0] shift_reg;
   always @(posedge CLK or negedge RST) begin
    if(!RST)
        begin
            shift_reg<=8'b0;
        end
    else
        begin
            if (deser_New_bit) 
                begin
                    shift_reg<={shift_reg,sampled_bit};
                end
            else
                begin
                    shift_reg<=shift_reg;
                end
        end  
   end 
always @(*) begin
            if (deser_en) 
                begin
                    P_DAta<=shift_reg;
                end
            else
                begin
                    P_DAta<=P_DAta;
                end
        end  
endmodule
module edge_bit_counter (
   input wire enable,
   input wire reset_bit_cnt,
    input wire CLK,
    input wire RST,
    output reg [3:0] bit_cnt,
    output reg  [3:0] edge_cnt
);
always @(posedge CLK or negedge RST ) 
begin
    if (!RST) 
        begin
            edge_cnt<=4'b0; 
        end
    else
     begin
        if (enable) 
            begin 
                if (edge_cnt==4'b0111) 
                    begin
                    edge_cnt<=4'b0;   
                    end   
                 else edge_cnt<=edge_cnt+4'b0001;
            end
        else edge_cnt<=4'b0;   
        end
end    
always @(posedge CLK or negedge RST) begin
   if (!RST) 
        begin
            bit_cnt<=4'b0; 
        end
    else
    if (reset_bit_cnt) 
                begin
            bit_cnt<=4'b0; 
                end
    else
        begin
        if (enable) 
            begin 
                if (edge_cnt==4'b0111) 
                    begin
                    bit_cnt<=bit_cnt+1'b1;   
                    end   
                 else bit_cnt<=bit_cnt;   
            end
        else     bit_cnt<=4'b0;  
        end 
end
endmodule
--- run.sh ---
#!/bin/bash
# OpenROAD 26Q1-2900-gdf79404cd8, Yosys 0.63+post, stock flow scripts
make -C /OpenROAD-flow-scripts/flow DESIGN_CONFIG=/design/flow/config.mk WORK_HOME=/design/flow/orfs finish
--- config.mk ---
export PLATFORM = sky130hd
export DESIGN_NAME = UART_RX_top
export DESIGN_NICKNAME = UART_RX_top
export VERILOG_FILES = /design/flow/design.v
export SDC_FILE = /design/flow/constraint.sdc
export NUM_CORES = 4
export LEC_CHECK = 1
export CORE_UTILIZATION = 40
--- constraint.sdc ---
current_design UART_RX_top

set clk_period 2.7
set clk_io_pct 0.2

create_clock -name clk0 -period $clk_period [get_ports {CLK_top}]

set non_clock_inputs [all_inputs -no_clocks]
set_input_delay [expr $clk_period * $clk_io_pct] -clock clk0 $non_clock_inputs
set_output_delay [expr $clk_period * $clk_io_pct] -clock clk0 [all_outputs]
==> out/metrics.sh <==
CP_DATA_REQUIRED_TIME_PS=2870
CLOCK_H_TREE_LEVELS=2
AREA_LEADERS='dfrtp_1 37%, dlxtn_1 11%, mux2_2 8.6%'
WORST_SLEW_MARGIN_REL_PCT=65.5
WORST_SETUP_PATH_CATEGORY='in -> reg'
DRIVE_ABOVE_1_SHARE_PCT=13.8
FLOORPLANUTILIZATION_PCT=41.5
FINALCOREUTILIZATION_PCT=47.8
WORST_SETUP_PATH_STARTPOINT='PAR_TYP'
LARGEST_VOLTAGE_DROP_ON_THE_VDD_NET_uV=216
ROUTE.VIAS.TOTAL=1328
COREAREA_SQ_MM=0.00507
FIN_CRIT_SH_PCT=63.6
POST_SYNTH_INST_COUNT=188
FINALMAXSLEWVIOLATIONS=0
DETAIL_ROUTE.VIAS_PER_CELL=4.86
POWERDENSITY_mW_PER_MM2=418
MAPPEDNETLISTAREA_SQ_MM=0.00210
CTS.REPAIR.RESIZED=0
GLOBALROUTEOVERFLOWTOTAL=0
POSTSYNTH.ASYNCRESETSHARE_PCT=56.4
MULTIINPUTGATEAREA_SQ_UM=902
CHIP_AREA_SQ_MM=0.00556
POSTCTSSETUPBUFFERS=0
TRITONCTS='yes'
WORST_PIN_SLEW_PS=517
SEQ_AREA_SQ_MM=0.00115
DETAIL_ROUTE.DRC_VIOLATIONS=0
ANT_NETS=0
YS.WARNINGS.COUNT=21
CTSHOLDBUFFERS=0
NFILLCELLS=457
GRT_ANTENNA_BEFORE_REPAIR=0
YOSYSCELLCOUNT=188
MAX-CAP-VIOLATIONS=0
SYNTH.FF_LATCH_COUNT=55
SETUP.WORST_PATH.START_CLASS='input pin'
CHIPHEIGHT_MICRONS=74.5
PORT-BUFFER-COUNT=13
CP-ENDPOINT='u_PAR_CHK.PAR_bit$_DFFE_PN0P_'
CTS_INSERTED_BUFFERS=5
GRT_PASS1_VIAS=1231
LEAKAGE_nW=1.12
INSERTION_DELAY_PS=280
FINALWORSTPATHREQUIREDPERIOD_PS=1720
WORST_R2R_ENDPOINT='u_edge_bit_counter.bit_cnt[3]$_DFFE_PN0P_'
SYNTH_TOP_AREA_SHARE_PCT=36.9
ROUTABILITYCONGESTION=0.900
TIMING.CRITICAL_PATH.TO_TYPE='flop'
SETUP-TNS-FINAL_PS=0
SYNTH_CELL_TYPES=41
IOS=18
WORSTPATHARRIVAL_PS=1880
POST_SYNTH.CELL_AREA_AVG_SQ_UM=11.2
ENDPOINTS_LEFT_UNCONSTRAINED=36
WORST-PATH-MAX-FANOUT=1
FINAL-SETUP-VIOL-COUNT=0
LARGEST_NET_DEGREE_AT_THE_START_OF_GLOBAL_ROUTING=36
DIODES=0
DR.FIRST_ITER.DRC_COUNT=42
FINAL_CELL_MIX='31 x dfrtp_1, 16 x nor2_1, 16 x mux2_2'
WARNING_COUNT=34
SYNTH_CHIP_AREA_SQ_MM=0.00210
LEADING_CELL_TYPE_IN_THE_LAYOUT_FILL_AND_TAPS_EXCLUDED='dfrtp_1'
EDF_COUNT=1
UNCLOCKED_REGS=23
REPORT.FINAL.HOLD_VIOL_COUNT=0
MAIN_FLOP_TYPE='dfrtp_1'
WORST_R2R_PATH_DEPTH=5
TIMING.FMAX_GHz=0.583
PLACE.DETAILED.HPWL_MICRONS=2380
GR-USAGE-ALL-LAYERS_PCT=14.1
CLOCK_PATH_BUFFERS=2
HP-CLASS='reg -> reg'
RSZ0062_AT_GRT='false'
CTS.ROOT.BUFFER_CELL='clkbuf_8'
FIN_WORST_SKEW_PS=1.50
REG2REG_SLACK_PS=1120
PLACEMENT_ROWS=26
RUN_STATUS='finished, final reports clean'
YOSYSTOPAREACELL='dfrtp_1'
FINAL_WIRELENGTH_MICRONS=3350
ROUTEDWLPERCELL_MICRONS=12.3
AREA.GROWTH.SYNTH_TO_FINAL_PCT=15.2
DRT_PASS1_ITERATIONS=4
WORST_R2R_STARTPOINT='u_edge_bit_counter.edge_cnt[0]$_DFF_PN0_'
DIEWIDTH_MICRONS=74.5
GRT_FIRST_PASS_WIRELENGTH_MICRONS=5910
PATH_CLK_SLEW_PS=70
-- power breakdown --
group	total (mW)	switching (mW)	internal [mW]
Combinational	0.0306	0.0167	0.0139
Sequential	0.488	0.00198	0.486
Clock	0.493	0.168	0.325
-- area by class of cell --
type	count	area share (%)
inverters	5	0.774
well taps	70	3.61
multi-input cells	121	37.2
clock inverters	1	1.24
clock buffers	7	3.98
repair buffers	14	5.68
flip-flops and latches	55	47.5
-- cells in the mapped netlist, types with 7 or more instances --
cell type	instances
dfrtp_1	31
mux2_2	16
nor2_1	16
dlxtn_1	15
nand2_1	10
a21oi_1	8
dlxtp_1	8
ha_1	7
nor2b_1	7
-- worst max-delay path: stages --
cell,delay (ps)
clkdlybuf4s50_1,470
xnor2_1,140
xnor3_1,350
xnor2_1,140
mux2_4,250
-- cells by family after synthesis --
group           count (synthesis)  synth area share [%]
compound gates                 20                  6.00
xor+xnor                       12                  6.00
fa+ha+maj                       8                  4.64
buf+inv                        12                  2.44
flops                          32                  38.3
latches                        23                  16.4
mux                            20                  10.9
simple gates                   61                  15.3
-- how the worst min path moves through the flow --
stage	start	to	slack (ps)	depth (start not counted)
6_report	u_data_sampler.internal_sampled_bit[2]$_DFFE_PN0N_	u_data_sampler.internal_sampled_bit[2]$_DFFE_PN0N_	500	1
5_1_grt	u_data_sampler.internal_sampled_bit[1]$_DFFE_PN0N_	u_data_sampler.internal_sampled_bit[1]$_DFFE_PN0N_	520	1
4_1_cts	u_deserializer.shift_reg[7]$_DFFE_PN0P_	u_deserializer.shift_reg[7]$_DFFE_PN0P_	510	1
-- per-layer routing --
metal | up-vias | part of all wire, % | global-route usage (%)
met2 | 24 | 45 | 20.9
met3 | 6 | 3.6 | 2.75
met4 | 0 | 1.6 | 1.68
met1 | 631 | 50 | 22.7
li1 | 667 | - | -
met5 | - | 0 | 0
-- metrics by stage --
stage	hold slack (ps)	instances	area [sq um]	setup slack [ps]	total power, mW
after global placement	478	265	2300	700	0.528
after CTS	510	273	2420	977	1.03
after floorplan	244	188	2100	1170	0.508
after global routing	525	273	2420	884	1.05
final	502	273	2420	984	1.01
after detailed placement	493	265	2300	684	0.529
Power figures rest on the tool's default switching activity, not on a simulated workload.
